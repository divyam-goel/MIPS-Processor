--- design/flow/run.sh ---
#!/bin/bash
# OpenROAD 26Q1-2900-gdf79404cd8, Yosys 0.63+post, stock flow scripts
make -C /OpenROAD-flow-scripts/flow DESIGN_CONFIG=/design/flow/config.mk WORK_HOME=/design/flow/orfs finish
--- design/flow/config.mk ---
export PLATFORM = sky130hd
export DESIGN_NAME = reg_32bit
export DESIGN_NICKNAME = reg_32bit
export VERILOG_FILES = /design/flow/design.v
export SDC_FILE = /design/flow/constraint.sdc
export NUM_CORES = 4
export LEC_CHECK = 1
export CORE_AREA = 10 10 80 80
export DIE_AREA = 0 0 90 90
--- design/flow/constraint.sdc ---
current_design reg_32bit

set clk_period 1.0
set clk_io_pct 0.2

create_clock -name clk0 -period $clk_period [get_ports {clk}]

set non_clock_inputs [all_inputs -no_clocks]
set_input_delay [expr $clk_period * $clk_io_pct] -clock clk0 $non_clock_inputs
set_output_delay [expr $clk_period * $clk_io_pct] -clock clk0 [all_outputs]
--- design/flow/design.v ---
module d_ff (q, d, clk, reset);
	output q;
	reg q;
	input d, clk, reset;
	always @(posedge clk or negedge reset) begin
		if (!reset) q = 1'b0;
		else q = d;
	end
endmodule
module reg_32bit(q,d,clk,reset);
	output [31:0] q;
	input [31:0] d;
	input clk, reset;
	generate
		genvar i;
		for (i = 0; i < 32; i = i + 1)
		begin: reg_loop
			d_ff d1 (q[i], d[i], clk, reset);
		end
	endgenerate
endmodule
==> results.txt <==
Summary of implementation figures.

Finish
The number of combinational gates with multiple inputs is 0. The count of non-filler cells in the finished layout is 174. The area taken by multi-input combinational cells is reported as 0 um^2. The flip-flop count of the largest register after layout is 32.

The layout report lists the combined flip-flop and latch area as 801 um^2. The ratio of cells with drive above 1 in the final layout is 37.4%.

The area growth from synthesis to layout is 43.4%. The number of filler instances in the final layout is 487.

Floorplan
The chip occupies 8100 um^2. The die is 90 um tall. After floorplanning, the core was divided into 25 placement rows.

66 I/O pins were placed. The core region is 4720 um^2. The floorplan utilization is 22.0%.

The floorplan die width is 90 um.

Setup path
The slowest stage cell on the critical path is sky130_fd_sc_hd__dfrtp_1. Per the post-run analysis, buffers plus inverters along the critical path come to 1. The critical path capture point type is an output port. On the critical path the largest part of the delay comes from flip-flops. The data required time reported for the critical path is 0.80 ns. In this run the worst setup path begins at reg_loop[21].d1.q$_DFF_PN0_.

The startpoint type of the worst setup path is a register. The report lists the cells along the critical path as buf_2. Data arrives at the worst endpoint at 0.76 ns. On the worst path, the slowest cell contributes a delay of 0.37 ns.

The worst-path maximum fanout is 1. For reference, the most critical setup path is categorized as register to output port.

CTS
The post-CTS hold buffer count recorded in the log is 0. On the worst setup and hold paths after CTS, the clock-pin slew comes to 0.07 ns. The clock tree root buffer cell is sky130_fd_sc_hd__clkbuf_8. Looking at the clock tree report, the H-tree level count equals 2.

The deepest clock path buffer count is 2. TritonCTS built the clock tree. The clock sink count is 32.

The number of buffers created by CTS is 5.

Synthesis
Per the synth stats, the flop cell with the highest instance count is sky130_fd_sc_hd__dfrtp_1. Looking at area per cell type in the netlist, the leader is sky130_fd_sc_hd__dfrtp_1. The area recorded from the Yosys report for this design is 1040 um^2.

Counting the warning lines in the Yosys log gives 1. The post-synthesis average cell area is 16.3 um^2. The synthesized flop and latch total is 32. The top-area cell type share of the netlist area is 76.9%. The post-synth count of flops with an enable pin is 0. Ranked by total cell area, the synthesized netlist is headed by sky130_fd_sc_hd__dfrtp_1, sky130_fd_sc_hd__buf_4. The post-synthesis instance total is 64. The fraction of registers with async set/reset is 100%. The number of library cell types mapped by synthesis is 2.

The cell area that synthesis handed to floorplanning was 1040 um^2. The cell total in the yosys stat output is 64. The synthesis run shows the most used standard cells to be sky130_fd_sc_hd__buf_4, sky130_fd_sc_hd__dfrtp_1. Of the synthesized area, sequential elements account for 76.9%.

Final timing
After layout, the worst setup slack is 0.0416 ns. Setup violations remaining at the end of the flow were counted as 0. The maximum clock rate is 1040 MHz. For the pin with the worst max-slew slack, the measured transition is 0.145 ns.

The shortest period the worst path allows is 0.958 ns. Pins over their slew limit in the final report were tallied at 0. Hold-check failures listed in the final report amount to 0. Across all checked pins, the minimum headroom to the slew limit is 90.3%. Setup repair after global routing could not meet its margin everywhere. In the finished design, the share of the clock period the worst path needs comes to 95.8%.

Power and ir drop
Total power normalized to cell area comes to 1730 nW/um^2. Summed over all nets, the switching power comes to 502 uW. Cell internal power was estimated by the tool at 2.08 mW. The switching share of total power is 19.4%.

The static power due to leakage is 0.688 nW. The power report attributes to the sequential group a share of 53.1%. The relative contribution of the clock network to total power is 38.5%. The highest supply drop recorded on VDD is 0.000919 V. The completed layout was analyzed and its total power is 2.58 mW. The power share of the combinational group is 8.4%.

Hold path
In this run the worst hold path is classified as input pin to async pin.

Global route
The initial antenna violation count is 0. The largest net degree at the start of global routing is 23. Total global-route track usage over all layers is 6.12%. The total overflow left after global routing is 0. The first global-routing pass estimated 3880 um of wire. The via count of the first global-routing pass was 647.

Placement
The final weighted congestion recorded by global placement is 0.680. The half-perimeter wire length after detailed placement is 1960 um. Buffers placed on the I/O ports in this run total 65.

After detailed placement, the design holds a cell count of 166. The worst slack at placement is 0.00326 ns.

Detailed routing
The DRC violation count after routing is 0. The average routed wire per standard cell is 13.6 um. The violation count after the first detailed-route iteration is 1. The via total after detailed routing is 541. The number of nets still failing antenna checks after routing is 0. The total wirelength of the detailed-routed design is 2380 um. The number of antenna repair diodes is 0. The per-cell via count in the routed design is 3.11. The number of search-and-repair iterations in the first detailed-routing pass is 2.

Job
In this run the tools logged warnings totalling 26. The number of maximum-capacitance violations is 0.

Status
The flow ran to the end, and the final reports show no timing, DRC or antenna violations.
==> cells by family after synthesis <==
kind of cell,share of synthesized area (%)
buffers and inverters,23.1
flip-flops,76.9
==> path summary, 6_finish.rpt <==
path / end / slack, ns / cells after the start
max: q[21] / 0.04 / 1
min: reg_loop[17].d1.q$_DFF_PN0_ / 0.30 / 2
max in group asynchronous: reg_loop[2].d1.q$_DFF_PN0_ / 0.54 / 2
min in group clk0: reg_loop[19].d1.q$_DFF_PN0_ / 0.35 / 1
==> power groups by stage <==
stage | registers [mW] | clock network, mW | logic (mW)
6_report | 1.37 | 0.994 | 0.218
5_1_grt | 1.38 | 1.11 | 0.244
4_1_cts | 1.37 | 1.04 | 0.228
==> layer usage <==
metal  vias up  GRT usage, %  share of wire (%)
met3         4          4.69                 15
met4         0         0.531                1.1
met2        45          8.72                 44
li1        244             -                  -
met1       248          7.51                 40
met5         -             0                  0
==> metrics by stage <==
| step | hold slack [ns] | TNS, ns | area [um^2] | utilization [%] |
|---|---|---|---|---|
| after floorplan | -0.0956 | 0 | 1040 | - |
| after detailed placement | 0.602 | 0 | 1560 | 33.1 |
| final | 0.298 | 0 | 1490 | 31.6 |
| after global routing | 0.309 | -0.0268 | 1490 | 31.6 |
| after CTS | 0.299 | 0 | 1490 | 31.6 |
| after global placement | 0.582 | 0 | 1560 | 33.1 |
==> layout make-up <==
| type | instances | area share, % |
|---|---|---|
| clock buffers | 8 | 6.04 |
| flip-flops and latches | 32 | 53.6 |
| well taps | 67 | 5.62 |
| repair buffers | 67 | 34.7 |
==> cell usage in the layout (no fill, tap or decap) <==
master                            instances
sky130_fd_sc_hd__buf_2                   32
sky130_fd_sc_hd__clkdlybuf4s50_1         33
sky130_fd_sc_hd__clkbuf_1                 2
sky130_fd_sc_hd__buf_4                    1
sky130_fd_sc_hd__buf_12                   1
sky130_fd_sc_hd__dfrtp_1                 32
sky130_fd_sc_hd__clkbuf_8                 6
==> what timing repair did <==
action	CTS	global route
gates resized	100	0
buffers inserted	0	0
pin swaps	0	0
setup endpoints to repair	32	4
Power is estimated from default activity; no workload was simulated.
