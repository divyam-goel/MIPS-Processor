==> flow/design.v <==
module main_control (RegDst, ALUSrc, MemtoReg, RegWrite,
	MemRead, MemWrite, Branch, ALUOp1, ALUOp2, Op);
	output RegDst, ALUSrc, MemtoReg, RegWrite, 
		MemRead, MemWrite, Branch, ALUOp1, ALUOp2;
	input [5:0] Op;
	wire Rformat, lw, sw, beq;
	assign Rformat = (~Op[0]) & (~Op[1]) & (~Op[2])
		& (~Op[3]) & (~Op[4]) & (~Op[5]);
	assign lw = Op[0] & Op[1] & (~Op[2])
		& (~Op[3]) & (~Op[4]) & Op[5];
	assign sw = Op[0] & Op[1] & (~Op[2])
		& Op[3] & (~Op[4]) & Op[5];
	assign beq = (~Op[0]) & (~Op[1]) & Op[2]
		& (~Op[3]) & (~Op[4]) & (~Op[5]);
	assign RegDst = Rformat;
	assign ALUSrc = lw | sw;
	assign MemtoReg = lw;
	assign RegWrite = Rformat | lw;
	assign MemRead = lw;
	assign MemWrite = sw;
	assign Branch = beq;
	assign ALUOp1 = Rformat;
	assign ALUOp2 = beq;
endmodule
==> flow/run.sh <==
#!/bin/bash
# OpenROAD 26Q1-2900-gdf79404cd8, Yosys 0.63+post, stock flow scripts
make -C /OpenROAD-flow-scripts/flow DESIGN_CONFIG=/design/flow/config.mk WORK_HOME=/design/flow/orfs finish
==> flow/config.mk <==
export PLATFORM = sky130hd
export DESIGN_NAME = main_control
export DESIGN_NICKNAME = main_control
export VERILOG_FILES = /design/flow/design.v
export SDC_FILE = /design/flow/constraint.sdc
export NUM_CORES = 4
export LEC_CHECK = 1
export CORE_AREA = 10 10 70 70
export DIE_AREA = 0 0 80 80
==> flow/constraint.sdc <==
current_design main_control

set clk_period 1.6
set clk_io_pct 0.2

create_clock -name clk0 -period $clk_period

set non_clock_inputs [all_inputs -no_clocks]
set_input_delay [expr $clk_period * $clk_io_pct] -clock clk0 $non_clock_inputs
set_output_delay [expr $clk_period * $clk_io_pct] -clock clk0 [all_outputs]
==> results_slide.txt <==
Synthesis and Place & Route Summary

Worst setup path
  • CP Class: in -> out
  • Arrival time worst endpoint: 1.28 ns
  • Data required time at the worst endpoint: about 1.3 ns
  • Critical-path maximum fanout: 2
  • Kind of capture point of the worst setup path: output pin
  • Startpoint type of the worst setup path: input port

Power
  • Total power density per cell area: 139.6 nW/um2
  • Sequential power share: 0%
  • Power share of the clock group: 0%
  • Cell internal power dissipation: 0.03299 mW
  • Static leakage: 0.1791 nW
  • NetSw: between 0.02 and 0.025 mW
  • Worst VDD drop: 0.01587 mV
  • Proportion of power drawn by combinational gates: 100.0%
  • Switching Fraction: 39.26%

CTS
  • Count of hold-fix buffers inserted at cts: 0

Floorplanning
  • Die Ht: 80 um
  • Number of I/O pins: 15
  • Die boundary width: roughly 80 um
  • Floorplan core density: around 2.9%
  • Die footprint: approximately 6400 um2
  • Standard cell core area: 3416 um2
  • Number of rows in the core area: 21

Synth
  • Synth top area share: 23.08%
  • Number of standard cells reported by yosys: 14
  • Distinct cells, synth: 10
  • Synth Cell Area: slightly below 100 um2
  • Share of synthesized cell area in and-or and or-and compound cells: 15.38%
  • Synth warnings: 0
  • Seq share, synth: 0%
  • Post-Synthesis Cells: 14
  • Main logic family after synthesis: simple AND/OR/NAND/NOR gates
  • Simple share: 61.54%
  • Area contributors post-synth: sky130_fd_sc_hd__buf_4, sky130_fd_sc_hd__a2111oi_2, sky130_fd_sc_hd__nor3_1, sky130_fd_sc_hd__and3b_1, sky130_fd_sc_hd__nand4b_1
  • Chip area line of the yosys report: between 90 and 100 um2
  • Post-Synthesis Mean Instance Area: about 7.0 um2
  • Fraction of synthesized area in multiplexers: 0%
  • Area leader, netlist: sky130_fd_sc_hd__buf_4
  • Xor/xnor cell area share of the yosys netlist: 0%
  • Adder-Cell Fraction of Synth Area: 0%

Final timing
  • Final critical-path setup slack: -0.003524 ns
  • Fmax: 0.6236 GHz
  • Setup violators final: 1
  • Hold Vio Cnt, Final: 0
  • Worst max-slew margin expressed relative to the limit: 84.34%
  • Slew at the pin with the worst max-slew slack: roughly 0.23 ns
  • Aggregate negative setup slack: -0.003524 ns
  • Max-slew violations: 0
  • Post-route minimum period: roughly 1.6 ns
  • Fin crit share: 100.2%
  • RSZ-0062 raised after global routing: true

Route
  • Via-per-instance ratio: between 2 and 2.5
  • Starting DRT DRC Count: 3
  • Wire per inst: roughly 8 um
  • Iteration tally of the first detailed-router pass: 3
  • Wirelength, routed: approximately 650 um
  • Number of antenna cells inserted: 0
  • Vias: 193
  • Number of nets still failing antenna checks after routing: 0
  • Number of remaining DRC errors: 0

Place
  • Routability congestion estimate from global placement: 0.7285
  • Number of I/O port buffers: 15
  • Cell area after placement: ~330 um2
  • Final HPWL DP: 487.9 um

Worst hold path
  • Worst hold-check path type: in -> out
  • Hold depth: 4
  • Worst Hold Endpoint: RegWrite
  • Launch point of the worst hold path: Op[2]

Finish
  • Total number of sequential cells: 0
  • Area delta synth->final: 298.7%
  • Proportion of layout cells with a drive suffix above 1: 69.44%
  • Most frequent cells in the layout: sky130_fd_sc_hd__dlygate4sd2_1, sky130_fd_sc_hd__buf_4, sky130_fd_sc_hd__buf_6
  • # clk buffers: 0
  • Final Instance Area: approximately 400 um2
  • Sequential cell area in the final layout: 0 um2

Global routing
  • Highest-utilization routing layer at the global route stage: met1
  • Global routing usage summed across all routing layers: under 10%
  • Vias in the first global route: 177
  • Met1 Use GR: 2.703%
  • Global-route wire length before repair: approximately 900 um
  • Met3 Track Usage GR: 0.5682%
  • Number of antenna violations at the first check in global routing: 0
  • Total grt overflow: 0
  • Met2 Use GR: 2.167%
  • Maximum number of pins on one net before global-route repair: 6

Status
  • Failing checks: negative setup slack
  • Result of the run: finished with violations

Flow run
  • Number of warnings the tools reported: 33
  • Max-cap viol count: 0
## power by group through the flow
stage	combinational, mW	clock, mW	sequential (mW)
4_1_cts	0.0454	0	0
6_report	0.0543	0	0
5_1_grt	0.0589	0	0
## stage by stage
step	worst slack [ns]	total power [mW]	std cells	hold WS [ns]	util [%]
global route	-0.02615	0.05890	82	1.014	11.39
global placement	-0.7205	0.04062	78	1.648	9.597
floorplan	0.2925	0.006559	14	0.6532	-
finish	-0.003524	0.05431	82	0.9921	11.39
detailed placement	-0.7248	0.04061	78	1.643	9.597
CTS	0.02602	0.04540	82	0.9780	10.33
## area by class of cell
type                       count  area (um2)
fill                         395        3027
multi-input combinational     11       118.9
tap                           46       57.56
timing repair buffer          25       212.7
## critical path, stage by stage
cell and delay, ns:
sky130_fd_sc_hd__buf_6 0.09, sky130_fd_sc_hd__or3_4 0.38, sky130_fd_sc_hd__a2111oi_4 0.34, sky130_fd_sc_hd__buf_2 0.15
## logic make-up after synthesis
kind of cell           after synthesis
AND/OR/NAND/NOR                     10
buffers and inverters                3
AND-OR/OR-AND                        1
## timing repair
action                     CTS  global route
pin swaps                    8             4
setup endpoints to repair    9             4
gates resized               42             5
buffers inserted             5             0
## per-layer routing
metal / share of wire (%) / wire length, um
met1: 47 / 305
met2: 40 / 256
met3: 13 / 86
met4: 0 / 0
met5: 0 / 0
## cell usage after synthesis
cell type and n:
sky130_fd_sc_hd__and3_1 1, sky130_fd_sc_hd__a2111oi_2 1, sky130_fd_sc_hd__nand4b_1 1, sky130_fd_sc_hd__nand3_1 1, sky130_fd_sc_hd__nor3b_1 1, sky130_fd_sc_hd__nor2_1 2
sky130_fd_sc_hd__nor3_1 2, sky130_fd_sc_hd__and3b_1 1, sky130_fd_sc_hd__buf_4 3, sky130_fd_sc_hd__or3_1 1
## worst max path at each step
stage	from	to	cells after the start
4_1_cts	Op[0]	MemRead	6
5_1_grt	Op[0]	RegWrite	4
6_report	Op[0]	RegWrite	4
Power and IR drop assume default switching activity.
