`flow/run.sh`:
```
#!/bin/bash
# OpenROAD 26Q1-2900-gdf79404cd8, Yosys 0.63+post, stock flow scripts
make -C /OpenROAD-flow-scripts/flow DESIGN_CONFIG=/design/flow/config.mk WORK_HOME=/design/flow/orfs finish
```
`flow/config.mk`:
```
export PLATFORM = sky130hd
export DESIGN_NAME = alu
export DESIGN_NICKNAME = alu
export VERILOG_FILES = /design/flow/design.v
export SDC_FILE = /design/flow/constraint.sdc
export NUM_CORES = 4
export LEC_CHECK = 1
export CORE_UTILIZATION = 30
```
`flow/design.v`:
```
module mux_2x1 (out, inp1, inp2, sel);
	output out;
	input inp1, inp2, sel;
	assign out = sel ? inp2: inp1;
endmodule
module mux_2x1_8bit (out, inp1, inp2, sel);
	output [7:0] out;
	input [7:0] inp1, inp2;
	input sel;
	generate 
		genvar j;
		for (j = 0; j < 8; j = j + 1) begin: mux_loop
			mux_2x1 m1 (out[j], inp1[j], inp2[j], sel);
		end
	endgenerate
endmodule
module mux_2x1_32bit (out, inp1, inp2, sel);
	output [31:0] out;
	input [31:0] inp1, inp2;
	input sel;
	generate
		genvar j;
		for (j = 0; j < 4; j = j + 1) begin: mux_loop
			mux_2x1_8bit m1 (out[8 * j + 7:8 * j],
				inp1[8 * j + 7:8 * j],
				inp2[8 * j + 7:8 * j], sel);
		end
	endgenerate
endmodule
module mux_4x1_32bit (out, inp1, inp2, inp3, inp4, sel);
	output [31:0] out;
	input [31:0] inp1, inp2, inp3, inp4;
	input [1:0] sel;
	wire [31:0] w1, w2;
	mux_2x1_32bit m1 (w1, inp1, inp2, sel[0]);
	mux_2x1_32bit m2 (w2, inp3, inp4, sel[0]);
	mux_2x1_32bit m3 (out, w1, w2, sel[1]);
endmodule
module and_32bit (out, inp1, inp2);
	output [31:0] out;
	input [31:0] inp1, inp2;
	assign {out} = inp1 & inp2;
endmodule
module or_32bit (out, inp1, inp2);
	output [31:0] out;
	input [31:0] inp1, inp2;
	assign {out} = inp1 | inp2;
endmodule
module fadder (sum, cout, inp1, inp2, cin);
	output sum, cout;
	input inp1, inp2, cin;
	assign {cout, sum} = inp1 + inp2 + cin;
endmodule
module adder_32bit (sum, cout, inp1, inp2, cin);
	output [31:0] sum;
	output cout;
	input [31:0] inp1, inp2;
	input cin;
	wire [30:0] w;
	fadder f1 (sum[0], w[0], inp1[0], inp2[0], cin);
	generate
		genvar j;
		for (j = 1; j < 31; j = j + 1) begin: adder_loop
			fadder f2 (sum[j], w[j], inp1[j], inp2[j], w[j - 1]);
		end
	endgenerate
	fadder f3 (sum[31], cout, inp1[31], inp2[31], w[30]);
endmodule
module alu (res, cout, inp1, inp2, cin, binv, op);
	output [31:0] res;
	output cout;
	input [31:0] inp1, inp2;
	input cin, binv;
	input [1:0] op;
	wire [31:0] inp2_mux;
	wire [31:0] wa, wo, ws;
	mux_2x1_32bit m1 (inp2_mux, inp2, ~inp2, binv);
	and_32bit a1 (wa, inp1, inp2_mux);
	or_32bit o1 (wo, inp1, inp2_mux);
	adder_32bit fa1 (ws, cout, inp1, inp2_mux, cin);
 	mux_4x1_32bit m2 (res, wa, wo, ws, 0, op);
endmodule
```
`flow/constraint.sdc`:
```
current_design alu

set clk_period 30.4
set clk_io_pct 0.2

create_clock -name clk0 -period $clk_period

set non_clock_inputs [all_inputs -no_clocks]
set_input_delay [expr $clk_period * $clk_io_pct] -clock clk0 $non_clock_inputs
set_output_delay [expr $clk_period * $clk_io_pct] -clock clk0 [all_outputs]
```
==> ci_impl_report.md <==
## Implementation flow summary

| Metric | Value |
|---|---|
| Number of global-route vias before repair | `1628` |
| YS warnings | `0` |
| Final Util | `43.30%` |
| Placed cell areas | `2958 sq um` |
| GR Overflow Total | `0` |
| Max rail drop VDD | `0.01304 mV` |
| Post-route setup slack | `3.280 ns` |
| Slew HR | `55.99%` |
| Arr. time, crit path | `21.04 ns` |
| Crit-path slowest cell | `clkdlybuf4s50_1` |
| Initial antenna violation count | `0` |
| Initial DRT Pass Iterations | `4` |
| Hold_buf cts | `0` |
| Pin count of the biggest net entering global routing | `33` |
| Tool warnings | `32` |
| Min-Delay Path Depth | `3` |
| Chip area | `7465 sq um` |
| Distinct cell type count after synthesis | `17` |
| Post-synth top cells | `buf_4 (32), fa_1 (32), a22o_1 (30), maj3_2 (30), xor2_2 (28)` |
| DP HPWL | `3561 microns` |
| Die Y | `86.40 microns` |
| Crit share post-route | `89.21%` |
| Mapped Cells | `183` |
| Synth Cell Area | `2137 sq um` |
| Final ANT Viol Nets | `0` |
| Syn Area/Cell | `11.68 sq um` |
| Yosys cell count | `183` |
| Routability Congestion | `0.7373` |
| Synth top area share | `29.98%` |
| Clk pwr share | `0%` |
| Vias/cell | `4.248` |
| Tmin final | `27.12 ns` |
| Total negative setup slack | `0 ns` |
| Critical path class | `input port to output pin` |
| Initial core utilization | `31.28%` |
| Port bufs | `101` |
| Max Freq | `36.87 MHz` |
| Max-slew violations | `0` |
| Worst path required time | `24.32 ns` |
| Core area | `6832 sq um` |
| Share of cells above drive strength 1 | `26.75%` |
| Sw frac | `37.40%` |
| Sequential power share | `0%` |
| Initial drt markers | `14` |
| Seq share, synth | `0%` |
| P_int | `0.03619 mW` |
| Leading area contributor after synthesis | `fa_1` |
| Critical Path Sink Type | `output pin` |
| Resized Gates After CTS | `0` |
| # rows | `30` |
| Layout area overhead | `38.41%` |
| Worst Max-Slew Pin Slew | `0.6594 ns` |
| Power Dens Cells | `19.54 nW/um^2` |
| Post-Route WL | `4355 microns` |
| Total track usage | `13.27%` |
| Crit path launch type | `input port` |
| Inserted Diodes | `0` |
| Register Area | `0 sq um` |
| Outcome | `finished, final reports clean` |
| Design Area, Final | `2958 sq um` |
| Top cells, area | `fa_1 (30%), xor2_2 (21%), maj3_2 (16%)` |
| Pleak | `1.091 nW` |
| Critical Path Most Common Cell | `fa_1` |
| Setup bufs post-CTS | `0` |
| Min-delay worst type | `input port to output pin` |
| P_sw | `0.02162 mW` |
| Io pins | `101` |
| RSZ-0062 raised after global routing | `no` |
| Routed length per placed instance | `12.85 microns` |
| Combinational share of power | `100.0%` |
| First-pass GRT wire length | `7541 microns` |
| Flop count | `0` |
| Worst Hold Margin | `13.17 ns` |
| CP peak stage delay | `0.49 ns` |
| Post-place setup slack | `3.120 ns` |
| CP max FO | `2` |
| Area figure in the yosys stat output | `2137 sq um` |
| Residual DRC count | `0` |
| Max Cap Viol | `0` |
| Die Wd | `86.40 microns` |
| Final Hold Vio Count | `0` |
| Clock buffer count | `0` |
| Vias | `1440` |
| Finish-stage setup viols | `0` |
-- metal layers --
layer | up-vias | track usage [%] | wire length, microns
met3 | 0 | 3.092 | 394
li1 | 693 | - | -
met2 | 59 | 21.93 | 2069
met1 | 688 | 19.73 | 1891
met5 | - | 0 | 0
met4 | 0 | 0 | 0
-- cells by family after synthesis --
group                      count (synthesis)  share of synthesized area, %
xor gates and xnor gates                  32                         22.95
buffers and inverters                     53                         17.10
and+or+nand+nor                            2                        0.3510
AOI/OAI and AO/OA                         32                         12.88
adders and majority gates                 64                         46.72
-- critical path, delay by kind of cell --
family | cells | cell delay, ns
AOI/OAI and AO/OA | 1 | 0.17
buffers and inverters | 4 | 1.05
adders and majority gates | 32 | 13.48
xor gates and xnor gates | 1 | 0.24
-- power groups by stage --
stage | sequential, mW | clock (mW) | combinational (mW)
CTS | 0 | 0 | 0.0594
global route | 0 | 0 | 0.0660
finish | 0 | 0 | 0.0578
-- final cells by class --
class	instances	area [sq um]
inverter	8	30.03
multi-input combinational	130	1774
fill	652	3874
tap	96	120.1
timing repair buffer	105	1033
-- path summary, 6_finish.rpt --
check | from | to | slack [ns]
worst max-delay path | inp2[0] | res[31] | 3.28
worst min-delay path | op[1] | res[0] | 13.17
-- metrics by stage --
step | std cells | power [mW]
final | 339 | 0.05780
after global routing | 339 | 0.06603
after CTS | 339 | 0.05941
after detailed placement | 339 | 0.05910
after global placement | 339 | 0.05828
after floorplan | 183 | 0.03897
-- cell usage in the layout (no fill, tap or decap) --
cell,synthesis,routed
o22ai_1,2,2
xor2_1,2,2
maj3_2,30,30
buf_2,0,1
inv_1,8,8
nand2_1,1,1
nor2_2,0,1
xnor2_1,2,2
clkdlybuf4s50_1,0,99
fa_1,32,32
buf_4,32,5
xor2_2,28,28
a22o_1,30,30
maj3_1,2,2
Power and IR drop assume default switching activity.
